**design/flow/config.mk**
```make
export PLATFORM = sky130hd
export DESIGN_NAME = DataMemory
export DESIGN_NICKNAME = DataMemory
export VERILOG_FILES = /design/flow/design.v
export SDC_FILE = /design/flow/constraint.sdc
export NUM_CORES = 4
export LEC_CHECK = 1
export CORE_UTILIZATION = 50
```
**design/flow/constraint.sdc**
```tcl
current_design DataMemory

set clk_period 86.7
set clk_io_pct 0.2

create_clock -name clk0 -period $clk_period [get_ports {clk}]

set non_clock_inputs [all_inputs -no_clocks]
set_input_delay [expr $clk_period * $clk_io_pct] -clock clk0 $non_clock_inputs
set_output_delay [expr $clk_period * $clk_io_pct] -clock clk0 [all_outputs]
```
**design/flow/design.v**
```verilog
module DataMemory(
    input         clk,
    input         Read,
    input         Write,
    input  [15:0] Addr,      
    input  [15:0] D_In,      
    output reg [15:0] D_Out  
);
  reg [7:0] mem [0:255];
  integer i;
  initial begin
    for (i = 0; i < 256; i = i + 1)
        mem[i] = 8'h00;
    mem[100] = 8'h9C;   
    mem[101] = 8'h40;   
    mem[102] = 8'h75;   
    mem[103] = 8'h30;   
    mem[120] = 8'hAA;   
    mem[121] = 8'hAA;   
    mem[122] = 8'h55;   
    mem[123] = 8'h55;   
  end
  always @(negedge clk) begin
    if (Write) begin
      mem[Addr]     <= D_In[15:8];  
      mem[Addr + 1] <= D_In[7:0];   
    end
    if (Read) begin
      D_Out <= {mem[Addr], mem[Addr + 1]};  
    end else begin
      D_Out <= 16'b0;
    end
  end
endmodule
```
**design/flow/run.sh**
```bash
#!/bin/bash
# OpenROAD 26Q1-2900-gdf79404cd8, Yosys 0.63+post, stock flow scripts
make -C /OpenROAD-flow-scripts/flow DESIGN_CONFIG=/design/flow/config.mk WORK_HOME=/design/flow/orfs finish
```
==> README.md <==
| Item | Reported |
|:---|:---|
| Xor and xnor fraction of the mapped netlist area | 0.000817 |
| Smallest setup slack after layout | 19.51 ns |
| Htree depth | 4 |
| Placer congestion estimate | 1.03 |
| Total congestion overflow after global routing | 0 |
| Buffers inserted during post-CTS setup optimization | 0 |
| Sequential group share of total power | 0.379 |
| Power density normalized to cell area | 20.3 mW/mm^2 |
| Root Buffer | clkbuf_16 |
| Switching power share of the total | 0.302 |
| Actual transition at the worst max-transition pin | 1.45 ns |
| Worst hold path stage count | 5 |
| Setup slack at placement | 19.12 ns |
| Worst hold path startpoint | mem[82][5] |
| Unique masters post-synth | 72 |
| Longest Clk Path Bufs | 3 |
| Gr usage total | 0.419 |
| Post-Route Skew | 0.0324 ns |
| Synth Area in Simple Gates | 0.0323 |
| Initial standard-cell utilization of the core | 0.504 |
| Startpoint type of the worst setup path | primary input |
| Die span in y | 500 um |
| Number of maximum-capacitance violations | 0 |
| Largest net degree at the start of global routing | 107 |
| Number of flops mapped to enable cells by yosys | 2,048 |
| DR DRC count | 0 |
| Avg Synthesized Cell Area | 16.5 um^2 |
| Die area | 0.250 mm^2 |
| Drt pass-1 iters | 8 |
| First-iteration detailed-routing DRC count | 6,406 |
| Post-synthesis share of cell area spent on and-or and or-and gates | 0.0241 |
| Largest family of logic cells by area | multiplexers |
| Synth warn | 1 |
| Via/cell ratio | 6.53 |
| Antenna violations before repair | 35 |
| IO Port Bufs | 42 |
| Crit Reg-Reg Endpoint | D_Out[2] |
| Proportion of synthesized flip-flops having asynchronous set or reset | 0 |
| Tool warning count | 1,048 |
| Post-layout utilization of the core | 0.590 |
| Share of total power in combinational logic | 0.116 |
| Die x size | 500 um |
| RSZ-0062 raised after global routing | false |
| Outcome | finished clean |
| Max-slew violation count | 0 |
| Cell type contributing the most total cell area after synthesis | edfxtp_1 |
| Most used flip-flop cell | edfxtp_1 |
| Summed instance area of the synthesized netlist | 0.124 mm^2 |
| Fraction of final layout cells with drive strength greater than 1 | 0.445 |
| Internal power | 2.06 mW |
| Setup slack on the worst flop-to-flop path | 83.03 ns |
| Wire length of the first global-routing pass | 659 mm |
| Depth of the worst register-to-register path | 5 |
| Flip-flop and latch count after synthesis | 2,064 |
| Cells after synthesis | 7,498 |
| Final tally of hold violations | 0 |
| Average routed wire per standard cell | 36.0 um |
| Synthesis area per yosys | 0.124 mm^2 |
| MUX area fraction | 0.411 |
| Number of buffers inserted during clock tree synthesis | 241 |
| Clock latency on the worst-skew pair | 0.87 ns |
| Min-Delay Path Class | reg -> reg |
| Sum of net half-perimeters after detailed placement | 300 mm |
| Total power consumption of the routed design | 2.95 mW |
| Clock edge transition at the registers on the reported setup and hold paths | 0.03 ns |
| Total setup violations reported at the end of the flow | 0 |
| Area of the core region | 0.246 mm^2 |
| Quantity of gates resized following cts | 0 |
| Number of antenna-violating nets in the routed design | 0 |
| Destination of the worst hold path | D_Out[5] |
| Cell leakage power | 54.6 nW |
| DRT Wirelength | 469 mm |
| Portion of the post-synthesis area used by sequential elements | 0.498 |
| IR Drop Worst-Case VDD | 0.0212 mV |
| Arrival time worst endpoint | 24.49 ns |
| Area share of fa/ha/maj cells after synthesis | 0.000504 |
| Beginning of the worst register-to-register path | mem[0][2] |
| Number of hold buffers added after CTS | 0 |
| Relative max-transition margin | 0.0235 |
| Number of global-route vias before repair | 92,887 |
| Worst-path maximum fanout | 67 |
| Required @ worst endpoint | 44.00 ns |
| Total negative slack for setup checks | 0 ns |
| I/O pins | 51 |
| Number of clock sinks | 2,064 |
| CTS tree | yes |
| Final Hold Slack | 1.21 ns |
| Leading cell types by total area after synthesis | edfxtp_1 50%, mux4_2 22%, mux2_2 18%, clkbuf_1 1.8%, nand2_1 1.1% |
| Area leader share | 0.496 |
| WS Path Type | in -> reg |
| Num rows | 182 |
| Total cells reported by yosys after synthesis | 7,498 |
| Area growth from synthesis to layout | 17.1% |
| Total vias in the final route | 85,002 |
| Switch Pwr | 0.890 mW |
| Clock power frac | 0.505 |
| Nature of the critical path endpoint | flop |
[critical path, stage by stage]
cell and delay (ns):
buf_16 0.29, inv_1 0.45, ha_4 0.83, buf_12 0.55
buf_4 0.65, buf_4 0.60, buf_4 0.59, mux4_2 0.64
nand2_1 0.09, nand3_1 0.11, a21oi_1 0.44, a211oi_1 0.12
buf_4 0.18, o31ai_1 1.16, o41ai_1 0.23
[layout make-up]
class | instances | area, um^2
Inverter | 10 | 37.5
Sequential cell | 2064 | 61800
Fill cell | 18464 | 101000
Tap cell | 3312 | 4140
Multi-Input combinational cell | 4535 | 58400
Clock buffer | 245 | 6130
Timing Repair Buffer | 543 | 4440
Antenna cell | 43 | 108
Clock inverter | 2264 | 10200
[routing by layer]
metal,up-vias,share of wire,GRT usage
met4,64,0.058,0.231
met2,5526,0.45,0.547
met1,43197,0.32,0.506
met5,-,0.0050,0.0673
li1,34996,-,-
met3,1219,0.17,0.321
[sequential cells by signal, summed over array words and instances, names as in the netlist]
| name | count |
|---|---|
| D_Out | 16 |
| mem | 2048 |
[placed cells by master, fill, tap and decap left out, drive strengths merged, types with 80 or more instances in the layout]
cell type / synthesis / layout
buf: 301 / 524
clkbuf: 587 / 245
edfxtp: 2048 / 2048
inv: 11 / 2150
mux2: 2049 / 2049
mux4: 1220 / 1220
nand2: 366 / 366
nand3: 80 / 80
nor2: 209 / 209
o21ai: 97 / 97
o22ai: 139 / 139
[worst max path at each step]
stage,slack (ns),endpoint,startpoint,cells past startpoint
4_1_cts,19.98,D_Out[5],Addr[0],13
5_1_grt,19.16,D_Out[5],Addr[0],15
6_report,19.51,D_Out[5],Addr[0],15
[logic make-up after synthesis]
family	count (synthesis)
muxes	3310
AOI/OAI and AO/OA	452
xor gates and xnor gates	6
adders and majority gates	5
buffers and inverters	899
DFF	2064
and+or+nand+nor	762
[power by group through the flow]
stage	sequential, mW	clock [mW]	combinational [mW]
CTS	1.12	1.52	0.332
finish	1.12	1.49	0.342
global route	1.11	1.63	0.352
[metrics by stage]
step	instances	area, um^2
after global placement	10465	129000
final	13016	145000
after CTS	12973	145000
after floorplan	7498	124000
after global routing	12989	145000
after detailed placement	10465	129000
[Yosys cell counts (41+ instances only)]
master / instances
mux2_2: 1942
mux2i_1: 41
mux2_1: 107
buf_2: 155
clkbuf_1: 587
nand2_1: 349
nor2_1: 59
a22oi_1: 58
edfxtp_1: 2048
mux4_2: 1220
nor2_2: 81
o22ai_1: 139
nor2_4: 69
o21ai_0: 93
buf_4: 82
nand3_1: 79
Power figures rest on the tool's default switching activity, not on a simulated workload.
