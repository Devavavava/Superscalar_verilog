==> run.sh <==
#!/bin/bash
# OpenROAD 26Q1-2900-gdf79404cd8, Yosys 0.63+post, stock flow scripts
make -C /OpenROAD-flow-scripts/flow DESIGN_CONFIG=/design/flow/config.mk WORK_HOME=/design/flow/orfs finish
==> config.mk <==
export PLATFORM = sky130hd
export DESIGN_NAME = alu
export DESIGN_NICKNAME = alu
export VERILOG_FILES = /design/flow/design.v
export SDC_FILE = /design/flow/constraint.sdc
export NUM_CORES = 4
export LEC_CHECK = 1
export CORE_UTILIZATION = 30
==> constraint.sdc <==
current_design alu

set clk_period 13.1
set clk_io_pct 0.2

create_clock -name clk0 -period $clk_period

set non_clock_inputs [all_inputs -no_clocks]
set_input_delay [expr $clk_period * $clk_io_pct] -clock clk0 $non_clock_inputs
set_output_delay [expr $clk_period * $clk_io_pct] -clock clk0 [all_outputs]
==> design.v <==
module alu (
    input           valid,
    input   [3:0]   opcode,
    input   [15:0]  opr1,
    input   [15:0]  opr2,
    input   [15:0]  imm,
    input           carry,
    input           zero,
    input           neg_opr2,
    input   [1:0]   CZ_cond,
    input   [6:0]   dest,
    input   [2:0]   arch_dest,
    input   [15:0]  prev_dest,
    input   [15:0]  PC,
    input   [7:0]   C_dest,
    input   [7:0]   Z_dest,
    input           branch_pred,
    input   [6:0]   ROB_index_in,
    output reg          ALU_W,
    output reg  [15:0]  ALU_D,
    output reg  [6:0]   ALU_RR,
    output reg          ALU_C_W,
    output reg          ALU_C,
    output reg  [7:0]   ALU_C_RR,
    output reg          ALU_Z_W,
    output reg          ALU_Z,
    output reg  [7:0]   ALU_Z_RR,
    output reg          ALU_branch_mispred,
    output reg  [15:0]  ALU_new_PC,
    output reg          ROB_update,
    output reg  [6:0]   ROB_index_out
);
    always @(*) begin
        ALU_W = 1'b0;
        ALU_C_W = 1'b0;
        ALU_Z_W = 1'b0;
        ALU_branch_mispred = 1'b0;
        ROB_update = 1'b0;
        ALU_new_PC = 16'b0;
        ALU_RR = 7'b0;
        ALU_C_RR = 8'b0;
        ALU_Z_RR = 8'b0;
        ALU_D = 16'b0;
        ALU_C = 1'b0;
        ALU_Z = 1'b0;
        ROB_index_out = ROB_index_in;
        if (valid) begin
            if (opcode == 4'b0001) begin  
                ALU_C_W = 1'b1;
                ALU_Z_W = 1'b1;
                {ALU_C, ALU_D} = opr1 + (neg_opr2 ? ~opr2 : opr2) + (&CZ_cond);
                ALU_Z = (ALU_D == 16'b0) ? 1'b1 : 1'b0;
                ALU_RR = dest;
                ALU_C_RR = C_dest;
                ALU_Z_RR = Z_dest;
                if (arch_dest == 3'b000) begin
                    if(CZ_cond == 2'b00 || CZ_cond == 2'b11 || (CZ_cond == 2'b10 && carry == 1'b1) || (CZ_cond == 2'b01 && zero == 1'b1)) begin 
                        ALU_branch_mispred = 1'b1;
                    end
                    ALU_new_PC = opr1 + (neg_opr2 ? ~opr2 : opr2) + (&CZ_cond);
                    ALU_W = 1'b0;
                end else begin
                    ALU_W = 1'b1;
                end
                ROB_update = 1'b1;
                ROB_index_out = ROB_index_in;
                if(!(CZ_cond == 2'b00 || CZ_cond == 2'b11 || (CZ_cond == 2'b10 && carry == 1'b1) || (CZ_cond == 2'b01 && zero == 1'b1)) && arch_dest != 3'b000) begin
                    ALU_D = prev_dest;
                    ALU_C = carry;
                    ALU_Z = zero;
                end
            end
            if (opcode == 4'b0010) begin  
                ALU_Z_W = 1'b1;
                ALU_D = ~(opr1 & (neg_opr2 ? ~opr2 : opr2));
                ALU_Z = (ALU_D == 16'b0) ? 1'b1 : 1'b0;
                ALU_RR = dest;
                ALU_Z_RR = Z_dest;
                if (arch_dest == 3'b000) begin
                    if(CZ_cond == 2'b00 || (CZ_cond == 2'b10 && carry == 1'b1) || (CZ_cond == 2'b01 && zero == 1'b1)) begin 
                        ALU_branch_mispred = 1'b1;
                    end
                    ALU_new_PC = ~(opr1 & (neg_opr2 ? ~opr2 : opr2));
                    ALU_W = 1'b0;
                end else begin
                    ALU_W = 1'b1;
                end
                ROB_update = 1'b1;
                ROB_index_out = ROB_index_in;
                if(!(CZ_cond == 2'b00 || (CZ_cond == 2'b10 && carry == 1'b1) || (CZ_cond == 2'b01 && zero == 1'b1)) && arch_dest != 3'b000) begin
                    ALU_D = prev_dest;
                    ALU_Z = zero;
                end
            end
            if (opcode == 4'b0000) begin  
                ALU_C_W = 1'b1;
                ALU_Z_W = 1'b1;
                {ALU_C, ALU_D} = opr1 + imm;
                ALU_Z = (ALU_D == 16'b0) ? 1'b1 : 1'b0;
                ALU_RR = dest;
                ALU_C_RR = C_dest;
                ALU_Z_RR = Z_dest;
                if (arch_dest == 3'b000) begin
                    ALU_branch_mispred = 1'b1;
                    ALU_new_PC = opr1 + imm;
                    ALU_W = 1'b0;
                end else begin
                    ALU_W = 1'b1;
                end
                ROB_update = 1'b1;
                ROB_index_out = ROB_index_in;
            end
            if (opcode == 4'b0011) begin  
                ALU_D = imm;
                ALU_RR = dest;
                if (arch_dest == 3'b000) begin
                    ALU_branch_mispred = 1'b1;
                    ALU_new_PC = imm;
                    ALU_W = 1'b0;
                end else begin
                    ALU_W = 1'b1;
                end
                ROB_update = 1'b1;
                ROB_index_out = ROB_index_in;
            end
            if (opcode[3:2] == 2'b10) begin  
                {ALU_C, ALU_D} = opr1 + (~opr2) + 1'b1;
                ALU_Z = (ALU_D == 16'b0) ? 1'b1 : 1'b0;
                if (!((opcode == 4'b1000 && ( (branch_pred == 1'b1 && ALU_Z == 1'b1) || (branch_pred == 1'b0 && ALU_Z == 1'b0) ) ) ||        
                      (opcode == 4'b1001 && ( (branch_pred == 1'b1 && ALU_Z == 1'b0 && ALU_C == 1'b0) || (branch_pred == 1'b0 && ALU_C == 1'b1) ) ) ||  
                      (opcode == 4'b1010 && ( (branch_pred == 1'b1 && (ALU_Z == 1'b1 || ALU_C == 1'b0)) || (branch_pred == 1'b0 && ALU_C == 1'b1 && ALU_Z == 1'b0) ) ))) begin  
                    ALU_branch_mispred = 1'b1;
                    ALU_new_PC = PC + {imm[15:1], 1'b0};
                end
                ROB_update = 1'b1;
                ROB_index_out = ROB_index_in;
            end
            if (opcode == 4'b1100) begin  
                ALU_D = PC + 16'd2;  
                ALU_RR = dest;
                ALU_W = 1'b1;  
                if (branch_pred == 1'b0) begin
                    ALU_branch_mispred = 1'b1;  
                    ALU_new_PC = PC + {imm[15:1], 1'b0};  
                end
                ROB_update = 1'b1;  
                ROB_index_out = ROB_index_in;
            end
            if (opcode == 4'b1101) begin  
                ALU_D = PC + 16'd2;  
                ALU_RR = dest;
                ALU_W = 1'b1;  
                ALU_branch_mispred = 1'b1;  
                ALU_new_PC = opr2;  
                ROB_update = 1'b1;  
                ROB_index_out = ROB_index_in;
            end
            if (opcode == 4'b1111) begin  
                ALU_branch_mispred = 1'b1;  
                ALU_new_PC = opr1 + {imm[15:1], 1'b0};  
                ROB_update = 1'b1;  
                ROB_index_out = ROB_index_in;
            end
        end
    end
endmodule
==> flow_metrics.rpt <==
FLOW METRICS REPORT
----------------------------------------------------
[Place]
  DP Cell Count ........................ 1315
  Placer's final routability congestion estimate ........................ 0.9809
  Port-buffer cells ........................ 179
  Sum of net half-perimeters after detailed placement ........................ 25170 µm

[GRT]
  Aggregate global routing overflow ........................ 0
  Aggregate global-route resource usage ........................ 30.38%
  Initial antenna violation count ........................ 0
  Wire length of the first global-routing pass ........................ 45550 µm
  Number of global-route vias before repair ........................ 7466
  Pin count of the biggest net entering global routing ........................ 30

[Detailed routing]
  Detail Route Antenna Nets ........................ 0
  Iteration-0 DRC Markers ........................ 651
  Diode insertion count for antenna repair ........................ 0
  Initial DRT Pass Iterations ........................ 7
  Number of design rule violations left after detail routing ........................ 0
  Number of vias after detailed routing ........................ 7804
  Routed wire length per instance ........................ 23.43 µm
  Post-detailed-route via-to-cell ratio ........................ 5.935
  Total wire length ........................ 30810 µm

[Hold path]
  Class of the tightest hold or removal check ........................ in -> out
  Origin of the worst min-delay path ........................ ROB_index_in[0]

[Die]
  Boundary pin count ........................ 193
  Chip Area ........................ 0.02058 mm²
  Core outline area ........................ 0.01953 mm²
  Starting Density ........................ 30.74%
  Row cnt ........................ 51
  Chip width ........................ 143.4 µm
  Vert. Die Dim ........................ 143.4 µm

[Worst setup path]
  Largest stage delay, worst path ........................ 0.74 ns
  Crit path max-delay cell type ........................ sky130_fd_sc_hd__a311oi_2
  Highest fanout seen on the critical path ........................ 11
  Startpoint Class ........................ input pin
  Startpoint of the most critical setup path ........................ opr1[0]
  Setup CP Type ........................ in -> out
  WP data required ........................ 10.48 ns
  Critical Path End ........................ ALU_new_PC[13]
  Setup crit end kind ........................ primary output
  Worst-path cell chain ........................ clkdlybuf4s50_1 -> inv_1 -> ha_1 -> inv_1 -> fa_1 -> xor2_1 -> or3b_2 -> a2111oi_0 -> o2111ai_1 -> nor4_1 -> nand3_1 -> ha_1 -> a21oi_1 -> o21ai_0 -> a311oi_2 -> buf_4 -> o221ai_1 -> a31oi_1 -> clkdlybuf4s50_1
  CP Data Arrival Time ........................ 8.46 ns

[Synthesis]
  Synthesized instance count ........................ 901
  Cell taking the most area after synthesis ........................ sky130_fd_sc_hd__ha_1
  Register area share after synthesis ........................ 0%
  YS warnings ........................ 1
  Total cells reported by yosys after synthesis ........................ 901
  Post-Synthesis Cell Area ........................ 0.006002 mm²
  Distinct lib cells used ........................ 67
  Chip area line of the yosys report ........................ 0.006002 mm²
  Cell types with the largest area share after synthesis ........................ sky130_fd_sc_hd__ha_1, sky130_fd_sc_hd__a21oi_1, sky130_fd_sc_hd__xnor2_1
  Area share of the largest cell type after synthesis ........................ 14.18%
  Synthesized area divided by synthesized cell count ........................ 6.661 µm²

[Clock network]
  CTS-repair resized insts ........................ 0
  Number of buffers inserted to repair setup after CTS ........................ 0
  Hold-fix buffers, CTS ........................ 0

[STA]
  Worst slew slack as a fraction of its limit ........................ 25.27%
  Max Clock Freq ........................ 0.09028 GHz
  Unrepaired setup endpoints after global routing ........................ false
  Setup Total Neg Slack ........................ 0 ns
  Final cycle utilization of the critical path ........................ 84.55%
  Number of endpoints failing setup at the final stage ........................ 0
  Min Tclk post-route ........................ 11.08 ns
  Final tally of max-slew violations ........................ 0
  Slew at the pin closest to its max-slew limit ........................ 1.112 ns
  Final hold violation count ........................ 0

[Run]
  Warning total across the stage logs ........................ 36
  Number of maximum-capacitance constraint violations ........................ 0

[Run status]
  Run status ........................ complete, no violations

[Finish]
  Commonest cells after routing, fill and taps aside ........................ sky130_fd_sc_hd__clkdlybuf4s50_1, sky130_fd_sc_hd__a21oi_1, sky130_fd_sc_hd__nor2_1
  Fillcell total ........................ 2092
  Layout clock buffer count ........................ 0
  Number of cells in the finished layout apart from fillers ........................ 1315
  Most frequent standard cell in the layout excluding fill and tap cells ........................ sky130_fd_sc_hd__clkdlybuf4s50_1
  Ratio of cells with drive above 1 in the final layout ........................ 4.571%
  Combined flip-flop and latch cell area ........................ 0 µm²
  Flop Count ........................ 0
  Util after Layout ........................ 41.28%
  Area overhead of the layout relative to synthesis ........................ 34.29%

[Pwr]
  Static Leak ........................ 3.137 nW
  Power per cell area ........................ 50.02 mW/mm²
  Overall power consumption ........................ 0.0004032 W
  Worst supply voltage drop on vdd ........................ 0.01484 mV

----------------------------------------------------
==> power breakdown <==
| group | internal (W) | total (W) | switching [W] | leakage (nW) |
|---|---|---|---|---|
| clock | 0 | 0 | 0 | 0 |
| combinational | 0.000173 | 0.000403 | 0.000230 | 3.14 |
| sequential | 0 | 0 | 0 | 0 |
==> cell usage after synthesis (5+ instances only) <==
library cell               number
sky130_fd_sc_hd__and2_1        27
sky130_fd_sc_hd__xnor2_1       54
sky130_fd_sc_hd__or3_1         10
sky130_fd_sc_hd__nand2_1       68
sky130_fd_sc_hd__o22ai_1        8
sky130_fd_sc_hd__o31ai_1        6
sky130_fd_sc_hd__nand2b_1       8
sky130_fd_sc_hd__and3_1        14
sky130_fd_sc_hd__inv_1         42
sky130_fd_sc_hd__a221oi_1      10
sky130_fd_sc_hd__a21oi_1      103
sky130_fd_sc_hd__a211oi_1      10
sky130_fd_sc_hd__o21ai_0       66
sky130_fd_sc_hd__fa_1           6
sky130_fd_sc_hd__a21o_1        23
sky130_fd_sc_hd__ha_1          68
sky130_fd_sc_hd__o221ai_1      20
sky130_fd_sc_hd__nand3_1       20
sky130_fd_sc_hd__o21bai_1      16
sky130_fd_sc_hd__nor3_1        16
sky130_fd_sc_hd__buf_4          8
sky130_fd_sc_hd__nor4_1         8
sky130_fd_sc_hd__nor2b_1        6
sky130_fd_sc_hd__mux2i_1        5
sky130_fd_sc_hd__a22oi_1        5
sky130_fd_sc_hd__o211ai_1      22
sky130_fd_sc_hd__o21a_1         6
sky130_fd_sc_hd__clkbuf_1      40
sky130_fd_sc_hd__nor2_1        75
sky130_fd_sc_hd__nand4_1       17
sky130_fd_sc_hd__a31oi_1       19
sky130_fd_sc_hd__xor2_1        37
==> logic make-up (layout without fill, tap and decap cells) <==
kind of cell	Yosys count	in the layout	share of synthesized area [%]
AND-OR/OR-AND	341	341	36.79
XOR/XNOR	92	92	13.55
adder cells (fa/ha/maj)	74	74	16.18
buffers and inverters	94	243	6.546
multiplexers	12	12	2.898
AND/OR/NAND/NOR	288	288	24.04
==> routing by layer <==
layer | GRT usage, % | up-vias | wire, µm
li1 | - | 3681 | -
met3 | 3.834 | 67 | 2903
met2 | 49.08 | 436 | 13720
met5 | 0 | - | 0
met4 | 11.09 | 0 | 1153
met1 | 41.42 | 3620 | 13030
==> critical path: cells and delay by family <==
family | cells | cell delay [ns]
buffers and inverters | 5 | 1.53
and+or+nand+nor | 3 | 0.89
xor gates and xnor gates | 1 | 0.19
AOI/OAI and AO/OA | 7 | 2.30
adders and majority gates | 3 | 0.89
==> through the flow <==
| step | hold WS (ns) | area [µm²] | setup slack [ns] |
|---|---|---|---|
| after global placement | 5.240 | 8060 | 2.419 |
| after global routing | 5.240 | 8060 | 1.933 |
| final | 5.240 | 8060 | 2.024 |
| after floorplan | 5.306 | 6002 | 4.470 |
| after detailed placement | 5.240 | 8060 | 2.301 |
| after CTS | 5.240 | 8060 | 2.284 |
==> cell type report <==
class | count | area, µm² | area share (%)
inverter | 43 | 161.4 | 2.002
tap | 265 | 331.6 | 4.114
multi-input combinational | 807 | 5618 | 69.70
timing repair buffer | 200 | 1949 | 24.19
==> how the worst min path moves through the flow <==
stage / endpoint / cells after the start
after CTS: ROB_index_out[0] / 0
after global routing: ROB_index_out[0] / 0
final: ROB_index_out[0] / 0
No activity file was given, so power comes from the tool's default toggle rates.
