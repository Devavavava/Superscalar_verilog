<file path="design.v">
module RRF (
    input  wire         clk,
    input  wire         stall,
    input  wire         flush,
    input  wire         decode_use_slot1,
    input  wire         decode_use_slot2,
    input  wire         write1_en,
    input  wire         write2_en,
    input  wire         write3_en,
    input  wire [6:0]   write1_idx,
    input  wire [6:0]   write2_idx,
    input  wire [6:0]   write3_idx,
    input  wire [15:0]  write1_data,
    input  wire [15:0]  write2_data,
    input  wire [15:0]  write3_data,
    input  wire [6:0]   ARF_tag_1,
    input  wire [6:0]   ARF_tag_2,
    input  wire [6:0]   ARF_tag_3,
    input  wire [6:0]   ARF_tag_4,
    input  wire [6:0]   ARF_tag_5,
    input  wire [6:0]   ARF_tag_6,
    input  wire [6:0]   ARF_tag_7,
    input  wire         rob_write_valid1,
    input  wire [2:0]   rob_write_index1,
    input  wire [6:0]   rob_rrf_read_idx1,
    input  wire         rob_write_valid2,
    input  wire [2:0]   rob_write_index2,
    input  wire [6:0]   rob_rrf_read_idx2,
    output wire         two_empty_available,
    output reg  [6:0]   empty_pos1_idx,
    output reg  [6:0]   empty_pos2_idx,
    output wire [15:0]  RRF_data_1,
    output wire         RRF_valid_1,
    output wire [15:0]  RRF_data_2,
    output wire         RRF_valid_2,
    output wire [15:0]  RRF_data_3,
    output wire         RRF_valid_3,
    output wire [15:0]  RRF_data_4,
    output wire         RRF_valid_4,
    output wire [15:0]  RRF_data_5,
    output wire         RRF_valid_5,
    output wire [15:0]  RRF_data_6,
    output wire         RRF_valid_6,
    output wire [15:0]  RRF_data_7,
    output wire         RRF_valid_7,
    output reg          ARF_write_valid1,
    output reg  [2:0]   ARF_write_index1,
    output reg  [15:0]  ARF_write_data1,
    output reg          ARF_write_valid2,
    output reg  [2:0]   ARF_write_index2,
    output reg  [15:0]  ARF_write_data2
);
reg         busy   [127:0];
reg         valid  [127:0];
reg [15:0]  data   [127:0];
integer i;
reg [4:0] empty1, empty2;
reg empty_found1, empty_found2;
always @(*) begin
    empty_found1 = 0;
    empty_found2 = 0;
    empty1 = 0;
    empty2 = 0;
    for (i = 0; i < 128; i = i + 1) begin
        if (!busy[i]) begin
            if (!empty_found1) begin
                empty1 = i[6:0];
                empty_found1 = 1;
            end else if (!empty_found2) begin
                empty2 = i[6:0];
                empty_found2 = 1;
            end
        end
    end
end
assign two_empty_available = empty_found1 & empty_found2;
always @(*) begin
    empty_pos1_idx = empty1;
    empty_pos2_idx = empty2;
end
always @(posedge clk) begin
    if (!stall) begin
        if (flush) begin
            for (i = 0; i < 128; i = i + 1) begin
                busy[i]  <= 1'b0;
                valid[i] <= 1'b0;
                data[i]  <= 16'b0;
            end
        end else begin
            if (write1_en) begin
                data[write1_idx]  <= write1_data;
                valid[write1_idx] <= 1;
            end
            if (write2_en) begin
                data[write2_idx]  <= write2_data;
                valid[write2_idx] <= 1;
            end
            if (write3_en) begin
                data[write3_idx]  <= write3_data;
                valid[write3_idx] <= 1;
            end
            if (decode_use_slot1) busy[empty1] <= 1;
            if (decode_use_slot2) busy[empty2] <= 1;
            ARF_write_valid1 <= rob_write_valid1;
            ARF_write_index1 <= rob_write_index1;
            ARF_write_data1  <= data[rob_rrf_read_idx1];
            ARF_write_valid2 <= rob_write_valid2;
            ARF_write_index2 <= rob_write_index2;
            ARF_write_data2  <= data[rob_rrf_read_idx2];
            if (rob_write_valid1) begin
                busy[rob_rrf_read_idx1]  <= 1'b0;
                valid[rob_rrf_read_idx1] <= 1'b0;
            end
            if (rob_write_valid2) begin
                busy[rob_rrf_read_idx2]  <= 1'b0;
                valid[rob_rrf_read_idx2] <= 1'b0;
            end
        end
    end
end
assign RRF_data_1  = data[ARF_tag_1];
assign RRF_valid_1 = valid[ARF_tag_1];
assign RRF_data_2  = data[ARF_tag_2];
assign RRF_valid_2 = valid[ARF_tag_2];
assign RRF_data_3  = data[ARF_tag_3];
assign RRF_valid_3 = valid[ARF_tag_3];
assign RRF_data_4  = data[ARF_tag_4];
assign RRF_valid_4 = valid[ARF_tag_4];
assign RRF_data_5  = data[ARF_tag_5];
assign RRF_valid_5 = valid[ARF_tag_5];
assign RRF_data_6  = data[ARF_tag_6];
assign RRF_valid_6 = valid[ARF_tag_6];
assign RRF_data_7  = data[ARF_tag_7];
assign RRF_valid_7 = valid[ARF_tag_7];
endmodule
module ARF (
    input  wire         clk,
    input  wire         stall,
    input  wire         reset,
    input  wire [2:0]   decode_reg_idx1,
    input  wire [6:0]   decode_new_tag1,
    input  wire         decode_update_tag1,
    input  wire [2:0]   decode_reg_idx2,
    input  wire [6:0]   decode_new_tag2,
    input  wire         decode_update_tag2,
    input  wire [2:0]   rrf_write_idx1,
    input  wire [15:0]  rrf_write_data1,
    input  wire         rrf_write_en1,
    input  wire [2:0]   rrf_write_idx2,
    input  wire [15:0]  rrf_write_data2,
    input  wire         rrf_write_en2,
    output wire [7:0]   busy_bits,        
    output wire [15:0]  ARF_data_1,
    output wire [15:0]  ARF_data_2,
    output wire [15:0]  ARF_data_3,
    output wire [15:0]  ARF_data_4,
    output wire [15:0]  ARF_data_5,
    output wire [15:0]  ARF_data_6,
    output wire [15:0]  ARF_data_7,
    output wire [6:0]   ARF_tag_1,
    output wire [6:0]   ARF_tag_2,
    output wire [6:0]   ARF_tag_3,
    output wire [6:0]   ARF_tag_4,
    output wire [6:0]   ARF_tag_5,
    output wire [6:0]   ARF_tag_6,
    output wire [6:0]   ARF_tag_7
);
reg        busy  [7:0];
reg [15:0] data [7:0];
reg [6:0]  tag   [7:0];
assign ARF_tag_1 = tag[1];
assign ARF_tag_2 = tag[2];
assign ARF_tag_3 = tag[3];
assign ARF_tag_4 = tag[4];
assign ARF_tag_5 = tag[5];
assign ARF_tag_6 = tag[6];
assign ARF_tag_7 = tag[7];
assign ARF_data_1 = data[1];
assign ARF_data_2 = data[2];
assign ARF_data_3 = data[3];
assign ARF_data_4 = data[4];
assign ARF_data_5 = data[5];
assign ARF_data_6 = data[6];
assign ARF_data_7 = data[7];
integer j;
always @(posedge clk or posedge reset) begin
    if (reset) begin
        for (j = 0; j < 8; j = j + 1) begin
            busy[j] <= 0;
            tag[j] <= 7'b0;
            data[j] <= 16'b0;
        end
    end else if (!stall) begin
        if (decode_update_tag1) begin
            busy[decode_reg_idx1] <= 1;
            tag[decode_reg_idx1] <= decode_new_tag1;
        end
        if (decode_update_tag2) begin
            busy[decode_reg_idx2] <= 1;
            tag[decode_reg_idx2] <= decode_new_tag2;
        end
        if (rrf_write_en1) begin
            data[rrf_write_idx1] <= rrf_write_data1;
            busy[rrf_write_idx1] <= 0;
        end
        if (rrf_write_en2) begin
            data[rrf_write_idx2] <= rrf_write_data2;
            busy[rrf_write_idx2] <= 0;
        end
    end
end
endmodule
</file>
<file path="run.sh">
#!/bin/bash
# OpenROAD 26Q1-2900-gdf79404cd8, Yosys 0.63+post, stock flow scripts
make -C /OpenROAD-flow-scripts/flow DESIGN_CONFIG=/design/flow/config.mk WORK_HOME=/design/flow/orfs finish
</file>
<file path="config.mk">
export PLATFORM = sky130hd
export DESIGN_NAME = RRF
export DESIGN_NICKNAME = RRF
export VERILOG_FILES = /design/flow/design.v
export SDC_FILE = /design/flow/constraint.sdc
export NUM_CORES = 4
export LEC_CHECK = 1
export CORE_UTILIZATION = 30
</file>
<file path="constraint.sdc">
current_design RRF

set clk_period 31.1
set clk_io_pct 0.2

create_clock -name clk0 -period $clk_period [get_ports {clk}]

set non_clock_inputs [all_inputs -no_clocks]
set_input_delay [expr $clk_period * $clk_io_pct] -clock clk0 $non_clock_inputs
set_output_delay [expr $clk_period * $clk_io_pct] -clock clk0 [all_outputs]
</file>
==> datasheet_impl.txt <==
Implementation parameters

Parameter                              Value

Yosys
  #FFs+latches synth    roughly 2,200
  Share of flip-flops with an asynchronous set or reset    0
  Post-synth top flop    edfxtp_1
  Number of warnings printed during yosys synthesis    1
  Cell type with the largest total area    mux4_2
  Unique cell types    103
  # Cells Yosys    21,500
  Combined area of all synthesized cells    roughly 260,000 um^2
  Average cell area after synthesis    11.9 um^2
  Count of library flops with an enable pin    2,088
  Area share, top type    0.439
  Most common cell in the netlist    mux4_2
  Post-synthesis chip area from yosys    ~260,000 um^2
  Post-synthesis instance total    ~21,000
  Top cells by area    mux4_2 44%, edfxtp_1 24%, a22oi_1 9.5%
  Portion of the post-synthesis area used by sequential elements    0.257
  Most common library cells after synthesis    5,002 x mux4_2, 3,252 x a22oi_1, 2,551 x clkbuf_1

Final timing
  Max Fclk    between 0.05 and 0.06 GHz
  Setup TNS    0 ns
  Worst-case clock skew    about 0.056 ns
  RSZ-0062 raised after global routing    no
  Number of failing hold endpoints at the final stage    0
  Worst Tran Pin Value    1.72 ns
  Setup-failing EPs final    0
  Final slew viol count    21
  Post-route minimum period    18.78 ns
  Portion of the clock cycle consumed by the worst path in the final layout    0.604
  Relative max-transition margin    -0.149

Clock network
  Maximum buffer depth of the clock tree    4
  Number of buffers created by CTS    between 300 and 400
  Cts-stage hold buffer count    0
  Reg clk slew, reported paths    about 0.06 ns
  Root buffer cell    clkbuf_16
  # Post-CTS Setup Buffers    0
  Number of H-tree levels    5
  TritonCTS clock tree    built
  Count of cells resized by post-cts repair    0
  Clock insertion delay at the later pin of the skew report    about 1.2 ns
  Sink count of the clock tree    roughly 2,200

GRT
  Via count of the first global-routing pass    roughly 260k
  Global-route wire length before repair    2,630,000 um
  GRT Util Overall    0.489
  Final global-route overflow total    0
  Number of antenna violations at the first check in global routing    about 390
  Largest net degree at the start of global routing    113

Worst setup path
  Path depth of the worst reg2reg path    13
  Critical Path RT    approximately 25 ns
  Category of the most critical setup path    in2out
  Top fanout value on the critical path    between 40 and 50
  Crit path capture type    primary output
  Critical path startpoint category    input port
  Worst endpoint data arrival time    12.56 ns

Status
  Failing checks    capacitance limit, slew limit
  Run status    complete, but fails checks

Power and ir drop
  Combinational share of power    0.327
  Cell area power density    40.3 nW/um^2
  Proportion of power drawn by the clock network    0.326
  Worst vdd ir    48.4 uV
  Switching share of power    0.402
  Power Internal    0.00699 W
  Static leakage power    roughly 80 nW
  Switching power summed over all nets    roughly 0.0047 W
  Overall power consumption    between 0.01 and 0.015 W
  Sequential Power Share    0.347

Route
  Vias    between 200k and 300k
  Ratio of routed vias to standard cells    8.12
  Final routed wirelength across all metal layers    about 2,000,000 um
  1st-iter DRT viols    39,400
  Antenna violation net count after detailed routing    0
  TritonRoute pass-1 iters    12
  DRC violations left    0
  Drt wl/cell    approximately 60 um

Place
  Port Buf Inserts    between 300 and 400
  Global placer's final weighted congestion    1.18
  Post-detailed-placement half-perimeter wirelength    about 1,400,000 um
  Number of cells in the design after placement    roughly 32,000

Finish
  Area growth from synthesis to final layout    13.0%
  Count of placed standard cells in the final layout, fillers left out    roughly 33,000
  Fraction of final layout cells with drive strength greater than 1    0.375

Die
  Die x size    927 um
  Placeable core area    between 800,000 and 900,000 um^2
  DIE AREA    ~860,000 um^2
  Die Ht    slightly above 900 um
  Effective utilization at floorplan    0.301
  Top-Level Pins    322
  Number of rows in the core area    approximately 340

Hold path
  Number of cells on the worst hold path    2
  Hold/Removal Path Class    reg2reg

Run
  Max-cap violations    4
  Tool warnings    37
-- layout make-up --
type                       count  area (um^2)
fill                       81900       562000
tap                        11300        14100
inverter                      19         71.3
clock buffer                 370         8020
antenna                     1052         2630
sequential                  2248        65900
timing repair buffer        2114        16900
clock inverter               180         2010
multi-input combinational  16100       180000
-- cell usage in the layout (no fill, tap or decap), drive strengths merged, types with 583 or more instances in the layout --
| cell type | n |
|---|---|
| a21oi | 772 |
| a221oi | 583 |
| diode | 1052 |
| a22oi | 3253 |
| nand2 | 1680 |
| edfxtp | 2088 |
| o21ai | 1309 |
| buf | 1901 |
| mux4 | 5002 |
| nor2 | 1554 |
-- power by group through the flow --
stage | Clock (W) | Combinational (W) | Sequential [W]
4_1_cts | 0.00377 | 0.00353 | 0.00398
5_1_grt | 0.00385 | 0.00372 | 0.00403
6_report | 0.00381 | 0.00382 | 0.00405
-- flip-flops by register name, summed over array words and instances (netlist names) --
signal / flops
ARF_write_index2: 3
ARF_write_valid1: 1
ARF_write_valid2: 1
data: 2048
busy: 32
valid: 128
ARF_write_index1: 3
ARF_write_data1: 16
ARF_write_data2: 16
-- logic make-up after synthesis --
| group | synth area share |
|---|---|
| other cells | 0.0000293 |
| fa+ha+maj | 0.000380 |
| buf+inv | 0.0466 |
| compound gates | 0.184 |
| simple gates | 0.0678 |
| flops | 0.257 |
| xor+xnor | 0.000273 |
| mux | 0.444 |
-- final timing paths --
kind,start,end,slack [ns]
worst min register to register,valid[0]$_SDFF_PP0_,valid[0]$_SDFF_PP0_,0.57
worst min-delay path,valid[0]$_SDFF_PP0_,valid[0]$_SDFF_PP0_,0.57
worst max-delay path,ARF_tag_6[0],RRF_data_6[4],12.32
worst max register to register,busy[0]$_SDFF_PP0_,busy[13]$_SDFF_PP0_,26.09
-- per-stage QoR --
step | cell area [um^2] | worst slack, ns | util | hold slack (ns)
2_1_floorplan | 257000 | 15.61 | - | 0.490
3_3_place_gp | 277000 | 12.47 | 0.325 | 0.548
3_5_place_dp | 277000 | 12.47 | 0.325 | 0.547
4_1_cts | 287000 | 12.47 | 0.337 | 0.566
5_1_grt | 289000 | 12.16 | 0.339 | 0.602
6_report | 290000 | 12.32 | 0.340 | 0.571
-- metal layers --
layer | GRT usage | vias up | routed length [um]
li1 | - | 92400 | -
met1 | 0.473 | 135000 | 576000
met2 | 0.572 | 33400 | 741000
met3 | 0.473 | 8923 | 453000
met4 | 0.417 | 541 | 242000
met5 | 0.292 | - | 26100
-- worst max-delay path: stages --
cell             delay [ns]
buf_8                  0.43
buf_4                  0.72
buf_4                  0.54
buf_4                  0.40
buf_4                  0.46
buf_4                  0.53
mux4_2                 0.58
mux4_2                 0.64
mux4_2                 0.65
mux2_2                 0.65
clkdlybuf4s50_1        0.56
Power is estimated from default activity; no workload was simulated.
