==> flow/design.v <==
module LMSM_splitter (
    input  [15:0] I,
    input         V,
    input         order,  
    input  [5:0] prev_IMM,
    output reg       is_LMSM,
    output reg [15:0] uop_1_I,
    output reg       uop_1_V,
    output reg [15:0] uop_2_I,
    output reg       uop_2_V,
    output reg [15:0] new_I,
    output reg       new_V,
    output reg [5:0] new_IMM
);
    reg [15:0] I_after_uop_1, I_after_uop_2;
    always @(*) begin
        is_LMSM = 1'b0;
        uop_1_I = 16'b0;
        uop_1_V = 1'b0;
        uop_2_I = 16'b0;
        uop_2_V = 1'b0;
        new_I = 16'b0;
        new_V = 1'b0;
		  new_IMM = 5'b0;
        I_after_uop_1 = 16'b0;
        I_after_uop_2 = 16'b0;
        if (I[15:13] == 4'b011 && V == 1'b1) begin
            is_LMSM = 1'b1;
            if (I[7:0] != 8'b0) begin
                uop_1_V = 1'b1;
                if (I[0] == 1'b1) begin
                    uop_1_I = {I[15:14], 1'b0, I[12], 3'b111, I[11:9], (prev_IMM + 6'd2)};
                    new_I   = {I[15:8], I[7:1], 1'b0};
                    I_after_uop_1 = {I[15:8], I[7:1], 1'b0};
                end else if (I[1] == 1'b1) begin
                    uop_1_I = {I[15:14], 1'b0, I[12], 3'b110, I[11:9], (prev_IMM + 6'd2)};
                    new_I   = {I[15:8], I[7:2], 1'b0, I[0]};
                    I_after_uop_1 = {I[15:8], I[7:2], 1'b0, I[0]};
                end else if (I[2] == 1'b1) begin
                    uop_1_I = {I[15:14], 1'b0, I[12], 3'b101, I[11:9], (prev_IMM + 6'd2)};
                    new_I   = {I[15:8], I[7:3], 1'b0, I[1:0]};
                    I_after_uop_1 = {I[15:8], I[7:3], 1'b0, I[1:0]};
                end else if (I[3] == 1'b1) begin
                    uop_1_I = {I[15:14], 1'b0, I[12], 3'b100, I[11:9], (prev_IMM + 6'd2)};
                    new_I   = {I[15:8], I[7:4], 1'b0, I[2:0]};
                    I_after_uop_1 = {I[15:8], I[7:4], 1'b0, I[2:0]};
                end else if (I[4] == 1'b1) begin
                    uop_1_I = {I[15:14], 1'b0, I[12], 3'b011, I[11:9], (prev_IMM + 6'd2)};
                    new_I   = {I[15:8], I[7:5], 1'b0, I[3:0]};
                    I_after_uop_1 = {I[15:8], I[7:5], 1'b0, I[3:0]};
                end else if (I[5] == 1'b1) begin
                    uop_1_I = {I[15:14], 1'b0, I[12], 3'b010, I[11:9], (prev_IMM + 6'd2)};
                    new_I   = {I[15:8], I[7:6], 1'b0, I[4:0]};
                    I_after_uop_1 = {I[15:8], I[7:6], 1'b0, I[4:0]};
                end else if (I[6] == 1'b1) begin
                    uop_1_I = {I[15:14], 1'b0, I[12], 3'b001, I[11:9], (prev_IMM + 6'd2)};
                    new_I   = {I[15:8], I[7], 1'b0, I[5:0]};
                    I_after_uop_1 = {I[15:8], I[7], 1'b0, I[5:0]};
                end else if (I[7] == 1'b1) begin
                    uop_1_I = {I[15:14], 1'b0, I[12], 3'b000, I[11:9], (prev_IMM + 6'd2)};
                    new_I   = {I[15:8], 1'b0, I[6:0]};
                    I_after_uop_1 = {I[15:8], 1'b0, I[6:0]};
                end
                new_IMM = prev_IMM + 6'd2;
                new_V = |I_after_uop_1[7:0];
            end
            if (order == 1'b0 && I_after_uop_1[7:0] != 8'b0) begin
                uop_2_V = 1'b1;
                if (I_after_uop_1[0] == 1'b1) begin
                    uop_2_I = {I_after_uop_1[15:14], 1'b0, I_after_uop_1[12], 3'b111, I_after_uop_1[11:9], (prev_IMM + 6'd4)};
                    new_I   = {I_after_uop_1[15:8], I_after_uop_1[7:1], 1'b0};
                    I_after_uop_2 = {I_after_uop_1[15:8], I_after_uop_1[7:1], 1'b0};
                end else if (I_after_uop_1[1] == 1'b1) begin
                    uop_2_I = {I_after_uop_1[15:14], 1'b0, I_after_uop_1[12], 3'b110, I_after_uop_1[11:9], (prev_IMM + 6'd4)};
                    new_I   = {I_after_uop_1[15:8], I_after_uop_1[7:2], 1'b0, I_after_uop_1[0]};
                    I_after_uop_2 = {I_after_uop_1[15:8], I_after_uop_1[7:2], 1'b0, I_after_uop_1[0]};
                end else if (I_after_uop_1[2] == 1'b1) begin
                    uop_2_I = {I_after_uop_1[15:14], 1'b0, I_after_uop_1[12], 3'b101, I_after_uop_1[11:9], (prev_IMM + 6'd4)};
                    new_I   = {I_after_uop_1[15:8], I_after_uop_1[7:3], 1'b0, I_after_uop_1[1:0]};
                    I_after_uop_2 = {I_after_uop_1[15:8], I_after_uop_1[7:3], 1'b0, I_after_uop_1[1:0]};
                end else if (I_after_uop_1[3] == 1'b1) begin
                    uop_2_I = {I_after_uop_1[15:14], 1'b0, I_after_uop_1[12], 3'b100, I_after_uop_1[11:9], (prev_IMM + 6'd4)};
                    new_I   = {I_after_uop_1[15:8], I_after_uop_1[7:4], 1'b0, I_after_uop_1[2:0]};
                    I_after_uop_2 = {I_after_uop_1[15:8], I_after_uop_1[7:4], 1'b0, I_after_uop_1[2:0]};
                end else if (I_after_uop_1[4] == 1'b1) begin
                    uop_2_I = {I_after_uop_1[15:14], 1'b0, I_after_uop_1[12], 3'b011, I_after_uop_1[11:9], (prev_IMM + 6'd4)};
                    new_I   = {I_after_uop_1[15:8], I_after_uop_1[7:5], 1'b0, I_after_uop_1[3:0]};
                    I_after_uop_2 = {I_after_uop_1[15:8], I_after_uop_1[7:5], 1'b0, I_after_uop_1[3:0]};
                end else if (I_after_uop_1[5] == 1'b1) begin
                    uop_2_I = {I_after_uop_1[15:14], 1'b0, I_after_uop_1[12], 3'b010, I_after_uop_1[11:9], (prev_IMM + 6'd4)};
                    new_I   = {I_after_uop_1[15:8], I_after_uop_1[7:6], 1'b0, I_after_uop_1[4:0]};
                    I_after_uop_2 = {I_after_uop_1[15:8], I_after_uop_1[7:6], 1'b0, I_after_uop_1[4:0]};
                end else if (I_after_uop_1[6] == 1'b1) begin
                    uop_2_I = {I_after_uop_1[15:14], 1'b0, I_after_uop_1[12], 3'b001, I_after_uop_1[11:9], (prev_IMM + 6'd4)};
                    new_I   = {I_after_uop_1[15:8], I_after_uop_1[7], 1'b0, I_after_uop_1[5:0]};
                    I_after_uop_2 = {I_after_uop_1[15:8], I_after_uop_1[7], 1'b0, I_after_uop_1[5:0]};
                end else if (I_after_uop_1[7] == 1'b1) begin
                    uop_2_I = {I_after_uop_1[15:14], 1'b0, I_after_uop_1[12], 3'b000, I_after_uop_1[11:9], (prev_IMM + 6'd4)};
                    new_I   = {I_after_uop_1[15:8], 1'b0, I_after_uop_1[6:0]};
                    I_after_uop_2 = {I_after_uop_1[15:8], 1'b0, I_after_uop_1[6:0]};
                end
                new_IMM = prev_IMM + 6'd4;
                new_V = |I_after_uop_2[7:0];
            end
        end
    end
endmodule 
==> flow/run.sh <==
#!/bin/bash
# OpenROAD 26Q1-2900-gdf79404cd8, Yosys 0.63+post, stock flow scripts
make -C /OpenROAD-flow-scripts/flow DESIGN_CONFIG=/design/flow/config.mk WORK_HOME=/design/flow/orfs finish
==> flow/config.mk <==
export PLATFORM = sky130hd
export DESIGN_NAME = LMSM_splitter
export DESIGN_NICKNAME = LMSM_splitter
export VERILOG_FILES = /design/flow/design.v
export SDC_FILE = /design/flow/constraint.sdc
export NUM_CORES = 4
export LEC_CHECK = 1
export CORE_AREA = 10 10 77 77
export DIE_AREA = 0 0 87 87
==> flow/constraint.sdc <==
current_design LMSM_splitter

set clk_period 6.5
set clk_io_pct 0.2

create_clock -name clk0 -period $clk_period

set non_clock_inputs [all_inputs -no_clocks]
set_input_delay [expr $clk_period * $clk_io_pct] -clock clk0 $non_clock_inputs
set_output_delay [expr $clk_period * $clk_io_pct] -clock clk0 [all_outputs]
==> run summary <==
tool warning count: 32
violation tally from detailed-route iteration zero: 119
number of global-route vias before repair: 1399
layout-stage area growth over the synthesis result: 63.9%
post-detail-place hpwl: 3570 um
number of iterations in the first detailed-routing pass: 4
Inserted Diodes: 0
category of the critical setup timing path: in2out
quantity of hold-fixing buffers added after cts: 0
Chip Height: 87 um
largest area contributor in the netlist: sky130_fd_sc_hd__nor2_1
Post-DRT Antenna Nets: 0
hold wc startpoint: I[8]
min-delay worst type: in2out
Detailed Route WL: 4440 um
global-route wire length before repair: 7040 um
endpoint arrival time on the critical path: 4210 ps
Pre-Place Util: 0.246
antenna violations before repair: 0
critical path startpoint category: input port
sequential cell area: 0 sq um
number of vias per cell after detailed routing: 4.98
share of cells above drive strength 1: 0.0661
Final Wtd Congestion: 0.931
part of the Yosys area used for sequential elements: 0
Filler Cell Count: 454
flop count: 0
critical path endpoint category: primary output
global routing usage on met2: 0.169
power consumption: 70.1 uW
CLK BUF: 0
average detailed-routed wire length per instance: 15.9 um
final-report hold violation count: 0
die area: 7570 sq um
post-CTS setup buffer count: 0
top cells, area: sky130_fd_sc_hd__nor2_1 8.1%, sky130_fd_sc_hd__buf_4 7.7%, sky130_fd_sc_hd__a21oi_1 6.5%
leakage power: 0.000666 uW
endpoint of the worst hold-timing path: new_I[8]
slew at the pin with the worst max-slew slack: 641 ps
syn_area_per_cell: 6.26 sq um
count of final max-slew check failures: 0
headroom to the max-slew limit: 0.571
gr usage total: 0.109
number of buffers added on ports: 76
busiest layer in global routing: met2
Final Core Density: 0.403
met3 routing resource usage after global routing: 0.0575
tally of max-capacitance violations: 0
part of the cycle the worst path needs: 0.848
via count: 1390
cell-internal power: 35.8 uW
net load switching power: 34.3 uW
switching part of the total power: 0.490
highest clock rate: 181 MHz
combinational cell fraction of total power: 1.000
Setup violations, final: 0
result of the run: finished clean
Worst Setup Slack post-DPL: 1000 ps
post-synth area from yosys stat: 1070 sq um
total gr overflow: 0
Area leader share: 0.0806
cell with the most instances after synthesis: sky130_fd_sc_hd__nor2_1
required time at the worst-slack endpoint: 5200 ps
worst supply voltage drop on vdd: 16.2 uV
count of different cell masters after synthesis: 54
Power Density: 39.9 nW/um^2
maximum number of pins on one net before global-route repair: 19
aggregate negative setup slack: 0 ps
met1 Usage GRT: 0.139
yosys warns: 1
number of gates resized after CTS: 0
crit path time final: 5510 ps
post-detailed-route DRC marker count: 0
Sequential Power Share: 0
number of primary I/O pins: 82
horizontal die dimension: 87 um
final worst slack: 989 ps
post-synthesis instance total: 171
cell area after synthesis: 1070 sq um
crit-path max FO: 18
Yosys Instances: 171
count of cells along the worst hold path: 3
total core area: 4350 sq um
Site Rows: 24
commonest cells in the synthesized netlist: 23 x sky130_fd_sc_hd__nor2_1, 14 x sky130_fd_sc_hd__a21oi_1, 11 x sky130_fd_sc_hd__buf_4
unrepaired setup endpoints after global routing: false
clock network power share: 0
## cell usage in the layout (no fill, tap or decap), types with 3 or more instances in the layout
cell type	n
sky130_fd_sc_hd__nor2_1	23
sky130_fd_sc_hd__maj3_1	3
sky130_fd_sc_hd__and3_1	6
sky130_fd_sc_hd__clkdlybuf4s50_1	76
sky130_fd_sc_hd__a21oi_1	14
sky130_fd_sc_hd__nor3_1	4
sky130_fd_sc_hd__nand3_1	3
sky130_fd_sc_hd__nand2_1	10
sky130_fd_sc_hd__conb_1	6
sky130_fd_sc_hd__and2_1	9
sky130_fd_sc_hd__o221ai_1	3
sky130_fd_sc_hd__o21ai_0	9
sky130_fd_sc_hd__xor2_1	3
sky130_fd_sc_hd__inv_1	10
## how the worst max path moves through the flow
| stage | startpoint | endpoint | slack (ps) | cells past startpoint |
|---|---|---|---|---|
| 4_1_cts | I[3] | new_IMM[4] | 970 | 7 |
| 5_1_grt | I[3] | new_IMM[4] | 740 | 7 |
| 6_report | I[3] | new_IMM[4] | 990 | 7 |
## critical path: stages
cell and delay [ps]:
sky130_fd_sc_hd__clkdlybuf4s50_1 860, sky130_fd_sc_hd__maj3_1 320, sky130_fd_sc_hd__nor4_2 80, sky130_fd_sc_hd__o32ai_2 620, sky130_fd_sc_hd__nand2_4 190, sky130_fd_sc_hd__o311ai_1 300, sky130_fd_sc_hd__clkdlybuf4s50_1 540
## power by group through the flow
stage	Clock [uW]	Sequential (uW)	Combinational, uW
CTS	0	0	70.4
global route	0	0	77.9
finish	0	0	70.1
## layout make-up
| cell class | instances | area (sq um) | area share |
|---|---|---|---|
| timing repair buffer | 76 | 761 | 0.433 |
| tap | 52 | 65.1 | 0.0371 |
| multi-input combinational | 139 | 885 | 0.504 |
| inverter | 12 | 45.0 | 0.0257 |
## kinds of logic after synthesis
kind of cell,Yosys count,share of synthesized area
xor+xnor,5,0.0409
buf+inv,37,0.192
fa+ha+maj,5,0.0514
other cells,1,0.00350
simple gates,71,0.359
compound gates,52,0.354
## stage by stage
| step | hold WS (ps) | area, sq um | cells |
|---|---|---|---|
| after floorplan | 2610 | 1090 | 176 |
| final | 3510 | 1760 | 279 |
| after global routing | 3540 | 1760 | 279 |
| after global placement | 3520 | 1760 | 279 |
| after CTS | 3520 | 1760 | 279 |
| after detailed placement | 3520 | 1760 | 279 |
## layer usage
layer,vias up,routed length (um)
met2,65,2010
li1,702,-
met4,0,0
met3,0,592
met1,623,1830
met5,-,0
Power and IR drop assume default switching activity.
